$ cat run.sh
#!/bin/bash
# OpenROAD 26Q1-2900-gdf79404cd8, Yosys 0.63+post, stock flow scripts
make -C /OpenROAD-flow-scripts/flow DESIGN_CONFIG=/design/flow/config.mk WORK_HOME=/design/flow/orfs finish
$ cat config.mk
export PLATFORM = sky130hd
export DESIGN_NAME = FIFO_TOP
export DESIGN_NICKNAME = FIFO_TOP
export VERILOG_FILES = /design/flow/design.v
export SDC_FILE = /design/flow/constraint.sdc
export NUM_CORES = 4
export LEC_CHECK = 1
export CORE_AREA = 10 10 70 70
export DIE_AREA = 0 0 80 80
$ cat constraint.sdc
current_design FIFO_TOP

set clk_period 2.3
set clk_io_pct 0.2

create_clock -name clk0 -period $clk_period [get_ports {rclk}]
create_clock -name clk1 -period $clk_period [get_ports {wclk}]

set non_clock_inputs [all_inputs -no_clocks]
set_input_delay [expr $clk_period * $clk_io_pct] -clock clk0 $non_clock_inputs
set_output_delay [expr $clk_period * $clk_io_pct] -clock clk0 [all_outputs]
$ cat design.v
module FIFO_MEM # (parameter DATA_SIZE=8,parameter ADDR_SIZE=4)
  (output [DATA_SIZE-1:0] rdata,
   input [DATA_SIZE-1:0] wdata,
   input [ADDR_SIZE-1:0] waddr,raddr,
   input wclk,wfull,wclk_en
  );
  localparam DEPTH=1<<ADDR_SIZE;
  reg [DATA_SIZE-1:0] mem [0:DEPTH-1];
  assign rdata=mem[raddr];
  always @ (posedge wclk)
    begin
      if (wclk_en && !wfull)
        mem[waddr]<=wdata;
    end  
endmodule
module TWO_FF_SYNC #(parameter SIZE=4)
  (output reg[SIZE-1:0] q2,
   input clk,rst_n,
   input [SIZE-1:0] din
  );
  reg [SIZE-1:0] q1;
  always @ (posedge clk or negedge rst_n)
    begin
      if (!rst_n)
      {q2,q1}<=0;
      else
      {q2,q1}<={q1,din};
    end
endmodule
module READ_MODULE #(parameter ADDR_SIZE=4)
  (input rclk,rinc,rrst_n,
   input [ADDR_SIZE:0] rq2_wptr,
   output reg rempty,
   output reg [ADDR_SIZE-1:0] raddr,
   output reg [ADDR_SIZE:0] rptr
  );
  reg [ADDR_SIZE:0] rbin;
  wire [ADDR_SIZE:0] rgray_next,rbin_next;
  wire rempty_val;
  always @ (posedge rclk or negedge rrst_n)
    begin
      if (!rrst_n)
      {rbin,rptr}<=0;
      else
      {rbin,rptr}<={rbin_next,rgray_next};
    end
  assign raddr=rbin[ADDR_SIZE-1:0];
  assign rbin_next=rbin+(rinc & ~rempty);
  assign rgray_next=(rbin_next>>1)^(rbin_next);
  assign rempty_val= (rgray_next==rq2_wptr);
  always @ (posedge rclk or negedge rrst_n)
    begin
      if (!rrst_n)
        rempty<=1'b1;
      else
        rempty<=rempty_val;
    end
endmodule
module WRITE_MODULE #(parameter ADDR_SIZE=4)
  (input winc,wclk,wrst_n,
   input [ADDR_SIZE:0] wq2_rptr,
   output reg wfull,
   output [ADDR_SIZE-1:0] waddr,
   output reg [ADDR_SIZE:0] wptr
  );
  reg [ADDR_SIZE:0] wbin;
  wire [ADDR_SIZE:0] wgray_next,wbin_next;
  wire wfull_val;
  always @ (posedge wclk or negedge wrst_n)
    begin
      if (!wrst_n)
      {wbin,wptr}<=0;
      else
      {wbin,wptr}<={wbin_next,wgray_next};
    end
  assign waddr=wbin[ADDR_SIZE-1:0];
  assign wbin_next=wbin + (winc & ~wfull);
  assign wgray_net=(wbin_next>>1)^(wbin_next);
  assign wfull_val=(wgray_next=={~wq2_rptr[ADDR_SIZE:ADDR_SIZE-1],wq2_rptr[ADDR_SIZE-2:0]}); 
  always @ (posedge wclk or negedge wrst_n)
    begin
      if (!wrst_n)
        wfull<=0;
      else
        wfull<=wfull_val;
    end
endmodule
module FIFO_TOP #(parameter DATA_SIZE=8,parameter ADDR_SIZE=4)
  (input [DATA_SIZE-1:0] wdata,
   input wclk,winc,wrst_n,
   input rclk,rinc,rrst_n,
   output [DATA_SIZE-1:0] rdata,
   output wfull,rempty
  );
  wire [ADDR_SIZE-1:0] waddr,raddr;
  wire [ADDR_SIZE:0] wptr,rptr,wq2_rptr,rq2_wptr;
  TWO_FF_SYNC #(ADDR_SIZE+1) R2W(
    .q2(wq2_rptr),
    .din(rptr),
    .clk(wclk),
    .rst_n(wrst_n)
  );
  TWO_FF_SYNC #(ADDR_SIZE+1) W2R(
    .q2(r2q_wptr),
    .din(wptr),
    .clk(rclk),
    .rst_n(rrst_n)
  );
  FIFO_MEM #(DATA_SIZE,ADDR_SIZE) MEM(
    .rdata(rdata),
    .wdata(wdata),
    .waddr(waddr),
    .raddr(raddr),
    .wclk_en(winc),
    .wfull(wfull),
    .wclk(wclk)
  );
  READ_MODULE #(ADDR_SIZE) rptr_empty(
    .rempty(rempty),
    .raddr(raddr),
    .rptr(rptr),
    .rq2_wptr(rq2_wptr),
    .rinc(rinc),
    .rclk(rclk),
    .rrst_n(rrst_n)
  );
  WRITE_MODULE #(ADDR_SIZE) wptr_empty(
    .wfull(wfull),
    .waddr(waddr),
    .wptr(wptr),
    .wq2_rptr(wq2_rptr),
    .winc(winc),
    .wclk(wclk),
    .wrst_n(wrst_n)
  );
endmodule
==> flow_metrics.env <==
# physical design summary
export IMPL_vias=269
export IMPL_maxSlewViolCount=0
export IMPL_path_class="flip-flop to output port"
export IMPL_firstDrtPassIters=2
export IMPL_cts_setup_buffers=0
export IMPL_synth_cell_type_count=11
export IMPL_globalRouteOverflowTotal=0
export IMPL_final_util=0.211
export IMPL_drive_above_1_share=0.106
export IMPL_clockBufferDepth=2
export IMPL_ant_nets=0
export IMPL_core_area_um2=3420
export IMPL_cts_root_buffer="clkbuf_4"
export IMPL_fp_util=0.132
export IMPL_worst_path_buf_inv=1
export IMPL_syn2layout_area_growth_pct=59.8
export IMPL_synth_top_area_share=0.532
export IMPL_hold_viol=0
export IMPL_warnings=29
export IMPL_post_cts_resize_count=0
export IMPL_cp_required_ns=1.84
export IMPL_drv_cap=0
export IMPL_comb_area_um2=82.6
export IMPL_cp_slowest_cell="clkdlybuf4s50_1"
export IMPL_ys_ff=13
export IMPL_cts_hold_buffers=0
export IMPL_grt_usage=0.0259
export IMPL_cp_start_kind="flip-flop"
export IMPL_ys_cells=24
export IMPL_area_sequential_um2=365
export IMPL_fin_worst_skew_ns=0.00559
export IMPL_clkTransAtPathRegs_ns=0.08
export IMPL_grt_start_max_net_pins=9
export IMPL_die_y_um=80
export IMPL_wire_per_inst_um=9.56
export IMPL_setup_tns_ns=0
export IMPL_r2r_slack_ns=1.08
export IMPL_grt_pass1_vias=286
export IMPL_netlist_area_um2=452
export IMPL_avgSynthCellArea_um2=18.8
export IMPL_rows=21
export IMPL_die_area_um2=6400
export IMPL_wirelength_um=889
export IMPL_rsz0062_at_grt="false"
export IMPL_synth_cells=24
export IMPL_peakVddDrop_v=0.000147
export IMPL_route_detailed_drc=0
export IMPL_filler_cell_count=373
export IMPL_setup_ws_ns=0.735
export IMPL_place_ws_ns=0.526
export IMPL_final_cell_mix="clkdlybuf4s50_1, edfxtp_1, dfrtp_1"
export IMPL_ys_area_um2=452
export IMPL_endpoint_kind="output port"
export IMPL_grt_busiest_layer="met2"
export IMPL_ys_warnings_count=18
export IMPL_grtUsageMet3=0.0193
export IMPL_arrival_ns=1.10
export IMPL_lay_top_count="clkdlybuf4s50_1"
export IMPL_power_leakage_nw=0.266
export IMPL_die_w_um=80
export IMPL_cts_tree="yes"
export IMPL_p_per_area_nw_per_um2=748
export IMPL_ys_top_cells_by_area="edfxtp_1, dfrtp_1, ha_1"
export IMPL_htree_levels=1
export IMPL_gr_usage_met2=0.0465
export IMPL_run_status="finished, final reports clean"
export IMPL_grt_pass1_wl_mm=1.26
export IMPL_cts_inserted_buffers=3
export IMPL_ys_seq_frac=0.809
export IMPL_clkSinkCount=13
export IMPL_yosysTopAreaCell="edfxtp_1"
export IMPL_cp_max_fo=2
export IMPL_power_mw=0.540
export IMPL_critPathTopFamily="buffers and inverters"
export IMPL_num_io_pins=24
export IMPL_antenna_found_initial=0
export IMPL_setup_violations_final=0
export IMPL_cp_slowest_stage_delay_ns=0.47
export IMPL_gr_usage_met1=0.0224
export IMPL_drt_iter0_drc=1
export IMPL_place_gp_congestion=0.760
export IMPL_setup_worst_path_start="wptr_empty.wfull$_DFF_PN0_"
export IMPL_vias_per_cell=2.89
export IMPL_r2r_cells=2
export IMPL_worst_r2r_endpoint="MEM.mem[0][4]$_DFFE_PP_"
export IMPL_min_path_type="primary input to async pin"
export IMPL_path_cells="clkdlybuf4s50_1"
export IMPL_io_buffers=19
export IMPL_diodes=0
export IMPL_timing_rr_start="wptr_empty.wfull$_DFF_PN0_"
## metrics by stage
stage,std cells,cell area (um2),hold WS [ns]
floorplan,25,455,0.164
detailed placement,89,696,0.466
CTS,93,722,0.401
finish,93,722,0.408
global placement,89,696,0.461
global route,93,722,0.413
## routing by layer
metal  share of wire  up-vias  wire length (um)
met3            0.14        0               123
li1                -      127                 -
met1            0.34      128               306
met4               0        0                 0
met2            0.52       14               458
met5               0        -                 0
## sequential cells by signal (all words and copies together) (netlist names)
| register | count |
|---|---|
| wptr_empty.wbin | 4 |
| MEM.mem | 8 |
| wptr_empty.wfull | 1 |
## cell type report
cell class,instances,area share
clock buffer,4,0.0364
multi-input combinational,11,0.114
sequential,13,0.506
tap,46,0.0797
timing repair buffer,19,0.263
## Yosys cell counts
cell      count
dfrtp_1       5
xnor2_1       1
nor2_1        2
ha_1          2
and3_1        1
nand3_2       1
buf_4         1
edfxtp_1      8
nor2b_2       1
xor2_1        1
conb_1        1
## logic make-up (layout without fill, tap and decap cells)
kind of cell | after synthesis | after routing | share of synthesized area
xor+xnor | 2 | 2 | 0.0388
fa+ha+maj | 2 | 2 | 0.0554
other cells | 1 | 2 | 0.00830
flops | 13 | 13 | 0.809
simple gates | 5 | 5 | 0.0720
buf+inv | 1 | 23 | 0.0166
## power by group
part / internal (mW) / leakage [nW] / switching, mW / total (mW)
Sequential: 0.295 / 0.131 / 0.0324 / 0.327
Clock: 0.0671 / 0.0150 / 0.0682 / 0.135
Combinational: 0.0512 / 0.120 / 0.0266 / 0.0778
Total: 0.413 / 0.266 / 0.127 / 0.540
## how the worst max path moves through the flow
stage	to	depth (start not counted)	slack [ns]
after CTS	wfull	1	0.70
after global routing	wfull	1	0.66
final	wfull	1	0.74
No activity file was given, so power comes from the tool's default toggle rates.
